==> flow/design.v <==
module	bloqueultrasonido	(
					output	[7:0]	d,
					output 		trigger,
					output 		done,
					input		clk,
                    input		orden,
					input 		echo,
					input 		rst
				);
maquinadeestados		maquinadeestados0	(
								.orden	(		orden		),
								.clk	(		clk		),
								.ENABLE	(		ENABLE		),
								.reset	(		reset		)
							);
ultrasonido			ultrasonido0		(
								.clk	(		clk		),
								.ENABLE	(		ENABLE		),
								.reset	(		reset		),
								.ECHO	(		echo		),
								.d	(		d		),
								.trigg	(		trigger		),
								.DONE	(		done		)
							);
endmodule
module contador		(
				output wire	[7:0] count,
				output reg	pulse,
				output reg	calculate,
				input	ECHO,
				input	ENABLE,
				input	CLKOUT,
				input	reset
			);
	reg [7:0] count0;
	reg logico;
	initial 
	begin
		count0=0;
		pulse=0;
		calculate=0;
	end
	always@(posedge CLKOUT)
	begin
		logico=(count0[7]||count0[6]||count0[5]||count0[4]||count0[3]||count0[2]||count0[1]||count0[0]);
		if(reset)
		begin
			count0=0;
			calculate=0;
			pulse=0;
		end
		else
		begin
			if(ENABLE)
			begin
				pulse=1'b1;
			end
			if(ECHO)
			begin
				count0=count0+1;
			end
			if(!ECHO && logico)
			begin
				calculate = 1;
			end
		end
	end
	assign count = count0;
endmodule
module	divisor (
					input			reset,
					input		[7:0]	count,
					input			calculate,
					input			CLKOUTD,
					output	reg		DONE,
					output		[7:0]	d
							);
	reg	[7:0]	registro;
	reg	[7:0]	registro0;
	reg		logico;
	assign	d = registro;
	initial
	begin
		registro=0;
		registro0=0;
		DONE=0;
	end
	always@(posedge CLKOUTD)
	begin
		logico=(registro0[7]||registro0[6]||registro0[5]||registro0[4]||registro0[3]||registro0[2]||registro0[1]||registro0[0]);
		if(reset)
		begin
			registro=0;
			registro0=0;
			DONE=0;
		end
		else
		begin
			if(calculate)
			begin
				registro0 = {count[7:0]};
			end
			if(calculate && logico)
			begin
				registro  = registro0 >> 1; 
				DONE = 1;
			end
		end
	end
endmodule
module	divisorfrec	#(
				parameter top=12'b101101101100 
			)
			(
				input           clk,
				output	reg	CLKOUT
			);
	reg [11:0] count_2924;
	initial
	begin
		CLKOUT=1'b1;
		count_2924=0;
	end
	always @(posedge clk) 
	begin
		count_2924 <= count_2924 + 1;
		if(count_2924 == top)
		begin
			count_2924<=0;
			CLKOUT <= ~CLKOUT;
		end
	end
endmodule
module	divisorfrecd	#(
				parameter top=11'b10110110110 
			)
			(
				input           clk,
				output	reg	CLKOUTD
			);
	reg [10:0] count_1462;
	initial
	begin
		CLKOUTD=1'b1;
		count_1462=0;
	end
	always @(posedge clk) 
	begin
		count_1462 <= count_1462 + 1;
		if(count_1462 == top)
		begin
			count_1462<=0;
			CLKOUTD <= ~CLKOUTD;
		end
	end
endmodule
module	divisorfrecgen	#(
				parameter top=10'b1111101000 
			 )
			(
				input           clk,
				output	reg	CLKOUT1
			);
	reg [9:0] count_1000;
	initial
	begin
		CLKOUT1=1'b0;
		count_1000=0;
	end
	always @(posedge clk) 
	begin
		count_1000 <= count_1000 + 1;
		if(count_1000 == top)
		begin
			count_1000<=0;
			CLKOUT1 <= ~CLKOUT1;
		end
	end
endmodule
module	divisorfrecme	#(
				parameter top=12'b101110111000 
			 )
			(
				input         		clk,
				output     reg     	CLKOUT2
			);
	reg [11:0] count_3000;
	initial
	begin
		CLKOUT2=1'b0;
		count_3000=0;
	end
	always @(posedge clk) 
	begin
			count_3000 <= count_3000 + 1;
			if(count_3000 == top)
			begin
				count_3000<=0;
				CLKOUT2 <= ~CLKOUT2;
			end
	end
endmodule
module	genpulsos	(
				input		pulse,
				input		CLKOUT1,
				input		reset,
				output		trigg
			);
	reg	Doit;
	reg	NoDoit;
	assign trigg=(Doit && ~NoDoit);
	initial
	begin
		Doit<=0;
		NoDoit<=0;
	end
	always@(posedge CLKOUT1)
	begin
		if(reset)
		begin
			Doit<=0;
			NoDoit<=0;
		end
		else
		begin
			if(pulse)
			begin
				Doit<=1'b1;
			end
			if(pulse && Doit)
			begin
				NoDoit<=1'b1;
			end
		end
	end
endmodule
module  maquinadeestados  (
                                  input   clk,
                                  input   orden,
                                  output  ENABLE,
                                  output  reset
                           );
meultrasonido meultrasonido0    (
                                  .reset    ( reset   ),
                                  .ENABLE   ( ENABLE  ),
                                  .CLKOUT2  ( CLKOUT2 ),
                                  .orden    ( orden   )
                                );
divisorfrecme divisorfrecme0    (
                                  .clk      ( clk     ),
                                  .CLKOUT2  ( CLKOUT2 )
                                );
endmodule
module  meultrasonido  (
                            input	CLKOUT2,
                            input	orden,
                            output	reg	ENABLE,
                            output	reg	reset
                          );
	always@(posedge CLKOUT2)
	begin
	case(orden)
		1'b0:	
		begin
			ENABLE <=  0;
	      		reset  <=  1;
		end
		1'b1:
		begin
			reset  <=  0;
	     		ENABLE <=  1;
		end
		default:
		begin
			reset  <=  0;
	     		ENABLE <=  0;
		end
	endcase
	end
endmodule
module	ultrasonido	(
				output [7:0]	d,
				output 		trigg,
				output 		DONE,
				input 		ENABLE,
				input 		ECHO,
				input		clk,
				input		reset
			 );
wire [7:0] count;
divisorfrec	divisorfrec0	(	
					.clk		(	clk		),
					.CLKOUT		(	CLKOUT		)
				);
divisorfrecgen	divisorfrecgen0	(	
					.clk		(	clk		),
					.CLKOUT1	(	CLKOUT1		)
				);
divisorfrecd	divisorfrecd0	(
					.clk		(	clk		),
					.CLKOUTD	(	CLKOUTD		)
				);
genpulsos	genpulsos0	(
					.pulse		(	pulse		),
					.CLKOUT1	(	CLKOUT1		),
					.reset		(	reset		),
					.trigg		(	trigg		)
				);
contador	contador0	(
					.reset		(	reset		),
					.count		(	count		),
					.pulse		(	pulse		),
					.calculate	(	calculate	),
					.ECHO		(	ECHO		),
					.ENABLE		(	ENABLE		),
					.CLKOUT		(	CLKOUT		)
				);
divisor		divisor0	(
					.reset		(	reset		),
					.count		(	count 	),
					.calculate	(	calculate	),
					.DONE		(	DONE		),
					.d		(	d		),
					.CLKOUTD	(	CLKOUTD		)
				);
endmodule
==> flow/run.sh <==
#!/bin/bash
# OpenROAD 26Q1-2900-gdf79404cd8, Yosys 0.63+post, stock flow scripts
make -C /OpenROAD-flow-scripts/flow DESIGN_CONFIG=/design/flow/config.mk WORK_HOME=/design/flow/orfs finish
==> flow/config.mk <==
export PLATFORM = sky130hd
export DESIGN_NAME = bloqueultrasonido
export DESIGN_NICKNAME = bloqueultrasonido
export VERILOG_FILES = /design/flow/design.v
export SDC_FILE = /design/flow/constraint.sdc
export NUM_CORES = 4
export LEC_CHECK = 1
export CORE_UTILIZATION = 30
==> flow/constraint.sdc <==
current_design bloqueultrasonido

set clk_period 3.4
set clk_io_pct 0.2

create_clock -name clk0 -period $clk_period [get_ports {clk}]

set non_clock_inputs [all_inputs -no_clocks]
set_input_delay [expr $clk_period * $clk_io_pct] -clock clk0 $non_clock_inputs
set_output_delay [expr $clk_period * $clk_io_pct] -clock clk0 [all_outputs]
==> impl_metrics.toml <==
# physical design summary
[floorplan]
coreArea_sq_um = 10300
chip_area_sq_um = 10900
dieWidth_microns = 105
die_y_microns = 105
fp_util_pct = 30.7
rows = 37
ios = 14

[sta]
timing.slew.headroom_pct = 56.3
fin_skew_ps = 8.57
grt_setup_unrepaired = "no"
untimed_endpoints = 39
finalHoldViolCount = 0
worst_pin_slew_ps = 651
period_used_pct = 46.9
setup_viol_count_final = 0
max_freq_mhz = 627
drv_slew = 0
unclocked_pins = 30
min_period_ps = 1600
fin_tns_setup_ps = 0

[power]
irDropWorstVdd_v = 0.000182
cellPowerDensity_nw_per_um2 = 262
power_leakage_nw = 1.37

[final_layout]
fin_util_pct = 34.0
drive_gt1_share_pct = 4.71
area_delta_synth_final_pct = 10.8

[setup_path]
end_kind = "register"
rr_worst_depth = 5
crit_type = "register to register"
cp_max_fo = 10
crit_path_start_kind = "register"
worstPathRequired_ps = 3590
cp.arrival_ps = 1780

[clocking]
root_buffer = "clkbuf_8"
cts_resized = 0
ctsHtreeMaxLevel = 2
cts_buffers = 5
clk_path_buf_depth = 2
cts_setup_buffers = 0
clk_pin_slew_ps = 90
tritoncts = "yes"
hold_buffers = 0
insertion_delay_ps = 300

[job]
cap_violations = 0
warnings = 30

[logic_synthesis]
ys_cells = 328
ys_types = 35
most_common_cell = "dfxtp_1"
yosysChipArea_sq_um = 3150
yosys-top-cells-area = "dfxtp_1 48%, nor2_1 7.7%, xor2_1 5.8%"
top_area_cell = "dfxtp_1"
synthCells = 328
postSynthSeqShare_pct = 51.4
synthesis.area_sq_um = 3150
yosys_warnings = 16
yosys_register_bits = 79
netlist_top_cells_count = "75 x dfxtp_1, 65 x nor2_1, 21 x xor2_1"
yosysTopAreaCellShare_pct = 47.6
synth-edff-count = 4
flop_cell = "dfxtp_1"
synth.avg_cell_area_sq_um = 9.61
synthArstFlopShare_pct = 0

[placement]
dpl.hpwl_microns = 3260
portBuffers = 11
place_congestion = 0.767

[routing]
route.detailed.drc = 0
drt-total-wl_microns = 4590
vias = 2077
diodes = 0
antenna_left = 0
drt_iter0_drc = 61
post_drt_wl_per_cell_microns = 9.64
first_pass_iters = 4
routed_via_density = 4.36

[grt]
grt_pass1_vias = 1845
grt_pass1_wl_microns = 8190
antenna_found_initial = 0
grt-ovfl-total = 0
grt.total_usage_pct = 8.91
grt_max_degree = 29

[worst_hold_path]
hold_path.class = "register to register"
worstHoldPathCells = 1

[outcome]
outcome = "finished clean"
-- cell families (layout without fill, tap and decap cells) --
logic type               after synthesis  count (layout)  synth area share (%)
multiplexers                          16              16                  5.08
flip-flops                            79              79                  51.4
adder cells (fa/ha/maj)                9               9                  3.57
other                                  1               1                 0.119
XOR/XNOR                              41              41                  11.4
buffers and inverters                 25              37                  3.21
AND/OR/NAND/NOR                      147             147                  23.2
AND-OR/OR-AND                         10              10                  1.98
-- stage by stage --
step	cell area (sq um)	setup slack, ps	power [mW]	std cells	hold WS (ps)
floorplan	3150	1820	0.597	328	431
finish	3490	1800	0.917	476	471
CTS	3490	1800	0.936	476	471
global placement	3410	1830	0.599	468	444
global route	3490	1680	0.958	476	493
detailed placement	3410	1790	0.599	468	450
-- layer usage --
metal  vias up  routed length [microns]  track usage (%)
met2        27                     1870             13.8
li1       1108                        -                -
met3         6                      129             1.15
met1       936                     2520             14.0
met5         -                        0                0
met4         0                       67             1.02
-- final cells by class --
cell class	count	area, sq um
flip-flops and latches	79	1620
well taps	136	170
inverters	16	60.1
multi-input cells	224	1430
clock buffers	6	72.6
repair buffers	13	125
fillers	1037	6780
clock inverters	2	15.0
-- registers in the layout (all words and copies together) (netlist names) --
register                                     flops
maquinadeestados0.divisorfrecme0.count_3000     12
ultrasonido0.divisorfrec0.count_2924            12
ultrasonido0.divisorfrecd0.count_1462           11
ultrasonido0.divisorfrecgen0.count_1000         10
ultrasonido0.contador0.count0                    8
ultrasonido0.divisor0.registro0                  8
ultrasonido0.divisor0.registro                   7
maquinadeestados0.divisorfrecme0.CLKOUT2         1
maquinadeestados0.meultrasonido0.ENABLE          1
maquinadeestados0.meultrasonido0.reset           1
ultrasonido0.contador0.calculate                 1
ultrasonido0.contador0.pulse                     1
ultrasonido0.divisor0.DONE                       1
ultrasonido0.divisorfrec0.CLKOUT                 1
ultrasonido0.divisorfrecd0.CLKOUTD               1
ultrasonido0.divisorfrecgen0.CLKOUT1             1
ultrasonido0.genpulsos0.Doit                     1
ultrasonido0.genpulsos0.NoDoit                   1
-- power breakdown --
part / internal [mW] / leakage (nW) / switching [mW] / total [mW]
logic: 0.00299 / 0.678 / 0.00267 / 0.00565
clock network: 0.145 / 0.0374 / 0.187 / 0.332
registers: 0.580 / 0.653 / 0 / 0.580
total: 0.728 / 1.37 / 0.189 / 0.917
-- layout by cell type (no fill, tap or decap), types with 4 or more instances in the layout --
cell type         n
a21oi_1           6
and3_1            9
and4_1            4
clkbuf_8          5
clkdlybuf4s50_1  11
dfxtp_1          75
edfxtp_1          4
ha_1              9
inv_1            16
mux2i_1          16
nand2_1          14
nand3_1          15
nand4_1          11
nor2_1           65
nor2b_1           4
nor3_1            8
nor4_1            4
xnor2_1          20
xor2_1           21
-- critical path: stages, from the launching register on --
cell and delay [ps]:
dfxtp_1 390, nand2_1 80, or4_1 460, nor3_1 260, buf_4 230, nor2b_1 60
-- worst paths after layout --
path | startpoint | end | slack, ps
worst min register to register | ultrasonido0.divisorfrecgen0.count_1000[9] | ultrasonido0.divisorfrecgen0.count_1000[9] | 470
worst max register to register | ultrasonido0.divisorfrec0.count_2924[8] | ultrasonido0.divisorfrec0.count_2924[1] | 1800
worst max-delay path | ultrasonido0.divisorfrec0.count_2924[8] | ultrasonido0.divisorfrec0.count_2924[1] | 1800
worst min-delay path | ultrasonido0.divisorfrecgen0.count_1000[9] | ultrasonido0.divisorfrecgen0.count_1000[9] | 470
Power and IR drop assume default switching activity.

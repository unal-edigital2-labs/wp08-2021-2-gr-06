$ cat design/flow/config.mk
export PLATFORM = sky130hd
export DESIGN_NAME = BloquePWM
export DESIGN_NICKNAME = BloquePWM
export VERILOG_FILES = /design/flow/design.v
export SDC_FILE = /design/flow/constraint.sdc
export NUM_CORES = 4
export LEC_CHECK = 1
export CORE_AREA = 10 10 98 98
export DIE_AREA = 0 0 108 108
$ cat design/flow/constraint.sdc
current_design BloquePWM

set clk_period 3.3
set clk_io_pct 0.2

create_clock -name clk0 -period $clk_period [get_ports {clk}]

set non_clock_inputs [all_inputs -no_clocks]
set_input_delay [expr $clk_period * $clk_io_pct] -clock clk0 $non_clock_inputs
set_output_delay [expr $clk_period * $clk_io_pct] -clock clk0 [all_outputs]
$ cat design/flow/design.v
`timescale 1ns / 1ps
module BloquePWM(
                    output	wire pwm,
                    input	wire [2:0] orden,
					input	wire clk
    );
   MaquinaEstadosPWM MaquinaEstadosPWM1 (
    .orden (orden),
    .clk(clk),
    .ENABLE (ENABLE),
    .reset (reset),
    .grados (grados)
   );
   DivFreqPWM DivisorF   (
                                  .clkin      ( clk     ),
                                  .clkout  ( clkout )
                                );
   PWM pwm1 (
          .clkpwm (clkout),
          .ENABLE (ENABLE),
          .reset (reset),
          .grados (orden),
          .pwm(pwm)
          );
endmodule
module DivFreqPWM#( 
parameter top=12'h9C4)  
    (input clkin,
    output reg clkout
    );
    reg [12:0] count_D;
	initial
	begin
		clkout=1'b1;
		count_D=0;
	end
	always @(posedge clkin) 
	begin
		count_D <= count_D + 1;
		if(count_D == top-1)
		begin
			count_D<=0;
			clkout <= ~clkout;
		end
	end
endmodule
`timescale 1ns / 1ps
module  MaquinaEstadosPWM  (
                            input clk,
                            input	[2:0] orden,
                            output	reg	ENABLE,
                            output	reg	reset,
                            output  reg [1:0] grados
                          );
	always@(posedge clk)
	begin
	case(orden[2])
		1'b1:	
		begin
			ENABLE <=  1;
	      	reset  <=  0;
		end
		1'b0:
		begin
			reset  <=  1;
	     		ENABLE <=  0;
		end
		default:
		begin
			reset  <=  0;
	     		ENABLE <=  0;
		end
	endcase
		case({orden[1],orden[0]})
		2'b00:	
		begin
			grados <=  0;  
		end
		2'b01:
		begin
			grados <=  1;   
		end
		2'b10:
		begin
			grados <=  2;   
		end
		default:
		begin 	
			grados<=  2'b00;    
		end
	endcase
	end
endmodule
`timescale 1ns / 1ps
module PWM#(
parameter top=400)   
( 
  output reg pwm=0,
  input  [1:0] grados, 
  input ENABLE,
  input reset,
  input clkpwm
    );
reg [10:0] contador;
reg [7:0] ancho;
initial
begin
contador=0;
ancho=30;
end
	always@(posedge clkpwm)
    begin 
    if(reset==1)begin 
    contador=0; end
 if(ENABLE==1)
  begin  
        contador<=contador+1;
        if(grados==2'b00) begin
         ancho<=30; end                
        else if(grados==2'b01) begin
         ancho<=50; end                 
        else if(grados==2'b10) begin
         ancho<=10; end                 
        else begin
         ancho<=30; end 
        if(contador<ancho) begin 
        pwm<=1; end
        else if(contador>=ancho) begin
        pwm<=0; end 
        else  begin
        pwm<=0; end
        if(contador>=top-1)begin 
        contador<=0; end
  end  
end    
endmodule
$ cat design/flow/run.sh
#!/bin/bash
# OpenROAD 26Q1-2900-gdf79404cd8, Yosys 0.63+post, stock flow scripts
make -C /OpenROAD-flow-scripts/flow DESIGN_CONFIG=/design/flow/config.mk WORK_HOME=/design/flow/orfs finish
==> results.py <==
# Flow results
metrics = {
    "yosys": {
        "netlist_area_mm2": 0.00155,
        "yosys_cells": 163,
        "synth-edff-count": 6,
        "synth_flops": 32,
        "ys_sh_adder_pct": 7.26,
        "synthTopLogicFamily": "simple AND/OR/NAND/NOR gates",
        "ys_types": 41,
        "yosys-stat-area_mm2": 0.00155,
        "xor_share_pct": 8.47,
        "syn_area_per_cell_um2": 9.52,
        "synth.yosys.warnings": 9,
        "ys_sh_aoi_pct": 8.23,
        "ys.flop_type": "dfxtp_1",
        "syn_inst": 163,
        "mux_area_share_pct": 2.02,
        "async_reset_ff_share_pct": 0,
        "postSynthSeqShare_pct": 45.2,
        "simple_gate_area_share_pct": 24.5,
    },
    "floorplan": {
        "io_pins": 5,
        "dieHeight_um": 108,
        "fp_util_pct": 20.3,
        "rows": 32,
        "dieWidth_um": 108,
        "chip_area_mm2": 0.0117,
        "core_mm2": 0.00765,
    },
    "run_status": {
        "status": "finished clean",
    },
    "power": {
        "ir_drop_mv": 0.245,
        "internal-power_mw": 0.313,
        "leakagePower_nw": 0.651,
        "p_sw_share_pct": 19.8,
        "combPwrFrac_pct": 4.0,
        "p_per_area_mw_per_mm2": 221,
        "switchingPower_mw": 0.0769,
        "p_seq_share_pct": 52.5,
        "power_frac_clock_pct": 43.5,
    },
    "finish": {
        "area_growth_syn_to_layout_pct": 13.6,
        "fill_cells": 806,
        "stdcell_count": 270,
        "drive_gt1_share_pct": 7.14,
    },
    "placed_design": {
        "place_ws_ns": 1.51,
        "placedCellCount": 266,
        "dp_hpwl_um": 1780,
        "gp_congestion": 0.846,
        "io_buffer_count": 4,
    },
    "min_path": {
        "min_delay_path_depth": 1,
        "min_to": "DivisorF.count_D[12]",
        "min_path_type": "reg2reg",
        "hold_path_startpoint": "DivisorF.count_D[12]",
    },
    "global_routing": {
        "antenna_found_initial": 0,
        "grt_pass1_wl_um": 4560,
        "grt_max_degree": 20,
        "overflow": 0,
        "grt_pass1_vias": 985,
        "grt.total_usage_pct": 4.47,
    },
    "route": {
        "post_drt_wl_per_cell_um": 9.20,
        "vias_per_cell": 4.05,
        "post-route-drc-count": 0,
        "drt_iter0_drc": 48,
        "num_vias": 1093,
        "drtPass1Iterations": 4,
        "wirelength_um": 2480,
        "insertedDiodeCount": 0,
        "ant_nets": 0,
    },
    "clock_tree": {
        "clockBufferDepth": 2,
        "cts_tree": "yes",
        "path_clk_slew_ns": 0.06,
        "cts-htree-levels": 1,
        "post_cts_buffers": 0,
        "ctsResizeCount": 0,
        "clock-root-buffer": "clkbuf_8",
        "clock.latency.late_pin_ns": 0.24,
        "numCtsBuffers": 3,
        "cts_hold_buf": 0,
    },
    "setup_path": {
        "crit_required_ns": 3.44,
        "slowest_delay_ns": 0.56,
        "path_cells": "or4b_4 > nor4_4 > nor2_2 > mux2_2",
        "rrSetupSlack_ns": 1.52,
        "start_kind": "flop",
        "cp-startpoint": "DivisorF.count_D[2]",
        "reg2reg_depth": 4,
        "cp_top_family": "simple AND/OR/NAND/NOR gates",
        "worstSetupPathType": "reg2reg",
        "crit_path_end_kind": "flop",
        "critPathBufInv": 0,
        "worst_r2r_endpoint": "DivisorF.count_D[11]",
        "crit_path_max_fanout": 8,
        "crit_arrival_ns": 1.92,
        "critPathSlowestCell": "or4b_4",
        "r2r-start": "DivisorF.count_D[2]",
    },
    "run": {
        "drv_cap": 0,
        "warnings": 27,
    },
    "final_timing": {
        "unclocked_pins": 16,
        "max_freq_mhz": 561,
        "min_period_ns": 1.78,
        "period_used_pct": 54.0,
        "setup_tns_ns": 0,
        "setup_viol": 0,
        "maxSlewViolCount": 0,
        "clock_skew_ns": 0.00275,
        "untimed_endpoints": 22,
        "max_slew_margin_pct": 45.9,
        "final_hold_viol_count": 0,
        "rsz0062_at_grt": "no",
        "tightest_slew_ns": 0.809,
        "layout_setup_ws_ns": 1.52,
    },
}
## per-layer routing
metal | up-vias | share of wire [%] | wire length [µm] | GRT usage [%]
li1 | 583 | - | - | -
met1 | 488 | 54 | 1350 | 6.94
met2 | 18 | 41 | 1030 | 6.64
met3 | 4 | 2.8 | 70 | 0.482
met4 | 0 | 1.6 | 40 | 0.763
met5 | - | 0 | 0 | 0
## power by group through the flow
stage	clock, mW	combinational [mW]	sequential [mW]
5_1_grt	0.184	0.0177	0.205
6_report	0.169	0.0157	0.204
4_1_cts	0.173	0.0159	0.204
## logic make-up after synthesis
logic type | count (synthesis)
AOI/OAI and AO/OA | 20
xor gates and xnor gates | 15
adders and majority gates | 9
buffers and inverters | 18
DFF | 32
muxes | 3
and+or+nand+nor | 66
## Yosys cell counts, types with 2 or more instances
library cell | count | area, µm²
a21oi_1 | 8 | 40.0
clkbuf_1 | 2 | 7.51
nor3b_1 | 2 | 15.0
nand3_1 | 5 | 25.0
xnor2_1 | 11 | 96.3
xor2_1 | 4 | 35.0
o21ai_0 | 3 | 15.0
inv_1 | 15 | 56.3
nand4_1 | 6 | 37.5
ha_1 | 9 | 113
nor2_1 | 14 | 52.6
nor3_1 | 7 | 35.0
nand2_1 | 8 | 30.0
dfxtp_1 | 26 | 521
nor4_1 | 3 | 18.8
edfxtp_1 | 6 | 180
nor2b_1 | 7 | 43.8
mux2i_1 | 2 | 20.0
nand2b_1 | 3 | 18.8
## worst max-delay path by stage
stage	endpoint	slack, ns	depth (start not counted)
CTS	DivisorF.count_D[11]	1.51	4
global route	DivisorF.count_D[11]	1.37	4
finish	DivisorF.count_D[11]	1.52	4
## flip-flops by register name (all words and copies together) (netlist names)
register,flops
pwm1.pwm,1
pwm1.contador,11
DivisorF.clkout,1
DivisorF.count_D,13
MaquinaEstadosPWM1.ENABLE,1
pwm1.ancho,4
MaquinaEstadosPWM1.reset,1
## cells in the final DEF, fill, tap and decap left out, types with 4 or more instances in the layout
cell type,instances
nor3_1,7
xnor2_1,11
edfxtp_1,6
a21oi_1,8
nand2_1,8
nand3_1,5
inv_1,15
nor2_1,14
clkbuf_8,4
xor2_1,4
nor2b_1,7
dfxtp_1,26
ha_1,9
clkdlybuf4s50_1,4
nand4_1,6
## area by class of cell
cell class / count / area [µm²] / area share (%)
multi-input cells: 113 / 783 / 44.4
flip-flops and latches: 32 / 701 / 39.7
well taps: 102 / 128 / 7.24
inverters: 15 / 56.3 / 3.19
clock buffers: 4 / 55.1 / 3.12
repair buffers: 4 / 40.0 / 2.27
## metrics by stage
stage                     cell area, µm²  util [%]  hold slack (ns)  power (mW)
after detailed placement            1710      22.3            0.446       0.225
final                               1760      23.1            0.447       0.390
after floorplan                     1550         -            0.426       0.218
after global placement              1710      22.3            0.440       0.224
after CTS                           1760      23.1            0.454       0.393
after global routing                1760      23.1            0.485       0.407
Power and IR drop assume default switching activity.

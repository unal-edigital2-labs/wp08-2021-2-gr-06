### ./design.v
`timescale 10ns / 1ns
module VGA_Driver #(parameter DW = 12) (
	input rst,
	input clk, 						 
	input  [DW - 1 : 0] pixelIn, 	 
	output  [DW - 1 : 0] pixelOut,  
	output  Hsync_n,		 
	output  Vsync_n,		 
	output  [9:0] posX, 	 
	output  [9:0] posY 		 
);
localparam SCREEN_X = 640; 	 
localparam FRONT_PORCH_X =16;  
localparam SYNC_PULSE_X = 96;
localparam BACK_PORCH_X = 48;
localparam TOTAL_SCREEN_X = SCREEN_X+FRONT_PORCH_X+SYNC_PULSE_X+BACK_PORCH_X; 	 
localparam SCREEN_Y = 480; 	 
localparam FRONT_PORCH_Y =10;  
localparam SYNC_PULSE_Y = 2;
localparam BACK_PORCH_Y = 33;
localparam TOTAL_SCREEN_Y = SCREEN_Y+FRONT_PORCH_Y+SYNC_PULSE_Y+BACK_PORCH_Y; 	 
reg  [9:0] countX;  
reg  [9:0] countY;  
assign posX    = countX;
assign posY    = countY;
assign pixelOut = (countX<SCREEN_X) ? (pixelIn ) : (12'b0) ;
assign Hsync_n = ~((countX>=SCREEN_X+FRONT_PORCH_X) && (countX<SCREEN_X+SYNC_PULSE_X+FRONT_PORCH_X)); 
assign Vsync_n = ~((countY>=SCREEN_Y+FRONT_PORCH_Y) && (countY<SCREEN_Y+FRONT_PORCH_Y+SYNC_PULSE_Y));
always @(posedge clk) begin
	if (rst) begin
		countX <= (SCREEN_X+FRONT_PORCH_X-1);
		countY <= (SCREEN_Y+FRONT_PORCH_Y-1);
	end
	else begin 
		if (countX >= (TOTAL_SCREEN_X-1)) begin
			countX <= 0;
			if (countY >= (TOTAL_SCREEN_Y-1)) begin
				countY <= 0;
			end 
			else begin
				countY <= countY + 1;
			end
		end 
		else begin
			countX <= countX + 1;
			countY <= countY;
		end
	end
end
endmodule
### ./run.sh
#!/bin/bash
# OpenROAD 26Q1-2900-gdf79404cd8, Yosys 0.63+post, stock flow scripts
make -C /OpenROAD-flow-scripts/flow DESIGN_CONFIG=/design/flow/config.mk WORK_HOME=/design/flow/orfs finish
### ./config.mk
export PLATFORM = sky130hd
export DESIGN_NAME = VGA_Driver
export DESIGN_NICKNAME = VGA_Driver
export VERILOG_FILES = /design/flow/design.v
export SDC_FILE = /design/flow/constraint.sdc
export NUM_CORES = 4
export LEC_CHECK = 1
export CORE_AREA = 10 10 107 107
export DIE_AREA = 0 0 117 117
### ./constraint.sdc
current_design VGA_Driver

set clk_period 4.1
set clk_io_pct 0.2

create_clock -name clk0 -period $clk_period [get_ports {clk}]

set non_clock_inputs [all_inputs -no_clocks]
set_input_delay [expr $clk_period * $clk_io_pct] -clock clk0 $non_clock_inputs
set_output_delay [expr $clk_period * $clk_io_pct] -clock clk0 [all_outputs]
==> flow_metrics.py <==
# Auto-generated metrics
metrics = {
    "run_status": {
        "status": "finished, final reports clean",
    },
    "route": {
        "drtIter0Drc": 48,
        "via_count": 1125,
        "avgRoutedWirePerCell_microns": 12.1,
        "n_antenna_cell": 0,
        "drc_errors": 0,
        "ant_nets": 0,
        "vias_per_cell": 3.84,
        "wl_mm": 3.54,
        "drt_first_pass_iters": 4,
    },
    "worst_setup_path": {
        "crit_path_top_delay_cell": "o21ai_0",
        "path_buffers": 1,
        "worst_ep_arrival_time_ns": 2.08,
        "critPathRequiredTime_ns": 3.28,
        "critPathCaptureType": "primary output",
        "crit_path_start_kind": "register",
        "critPathMaxFanout": 12,
        "crit_family": "AND-OR/OR-AND gates",
        "crit_chain": "o21ai_0 -> and2_1 -> clkdlybuf4s50_1",
        "critical_path.max_stage_delay_ns": 0.72,
        "crit_type": "reg -> out",
    },
    "sta": {
        "fin_crit_ns": 2.90,
        "tightest_slew_ns": 0.855,
        "finalCritPeriodShare_pct": 70.7,
        "whs_ns": 0.537,
        "tns_ns": 0,
        "rsz0062_at_grt": "false",
        "fmax_mhz": 345,
        "fin_skew_ns": 0.00429,
        "max_slew_margin_pct": 42.4,
        "setup_viol_count_final": 0,
        "finalHoldViolations": 0,
        "drv_slew": 0,
    },
    "cts": {
        "cts_tree": "yes",
        "cts_hold_buf": 0,
        "post_cts_buffers": 0,
        "cts_buffers": 3,
        "cts_buffer_depth": 2,
        "cts_resized": 0,
        "clock_latency_ns": 0.25,
        "cts_sinks": 20,
        "cts_root_buf": "clkbuf_8",
        "h-tree-depth": 1,
        "path_clk_slew_ns": 0.07,
    },
    "yosys": {
        "synth_cell_type_count": 38,
        "edf_count": 0,
        "async_reset_ff_share_pct": 0,
        "synthCells": 136,
        "yosys_cells": 136,
        "yosysChipArea_sq_mm": 0.00115,
        "synth_flop_count": 20,
        "yosys.area.top_type": "dfxtp_1",
        "syn_area_sq_mm": 0.00115,
        "ys_seq_share_pct": 34.8,
        "ff_type": "dfxtp_1",
        "syn_avg_cell_area_sq_um": 8.46,
        "top_area_share_pct": 34.8,
        "top_cells_by_area": "dfxtp_1 (35%), and2_1 (6.5%), ha_1 (5.4%)",
        "ys.warnings.count": 1,
    },
    "grt": {
        "grt_max_degree": 18,
        "grt_pass1_wl_mm": 5.29,
        "first_global_vias": 1006,
        "grt_overflow": 0,
        "antenna_found_initial": 0,
        "track_usage_pct": 4.65,
    },
    "power_and_ir_drop": {
        "vdd_drop_max_uv": 76.9,
        "power_mw": 0.426,
        "clkPwrFrac_pct": 29.8,
        "p_sw_share_pct": 24.7,
        "leakagePower_nw": 0.629,
        "powerDensity_mw_per_mm2": 239,
        "power.internal_mw": 0.321,
        "combPwrFrac_pct": 18.0,
        "seq_power_share_pct": 52.2,
        "netSwitchingPower_mw": 0.105,
    },
    "floorplan": {
        "rows": 35,
        "fp-utilization_pct": 12.5,
        "chipArea_sq_mm": 0.0137,
        "dieWidth_microns": 117,
        "core_area_sq_mm": 0.00920,
        "io_pins": 48,
        "dieHeight_microns": 117,
    },
    "flow_run": {
        "maxCapViolations": 0,
        "warning_count": 30,
    },
    "placed_design": {
        "routabilityCongestion": 0.763,
        "port-buffer-count": 47,
        "hpwlAfterDp_mm": 2.76,
    },
    "layout": {
        "syn2layout_area_growth_pct": 54.9,
        "drive_gt1_share_pct": 4.95,
    },
    "worst_hold_path": {
        "worstHoldPathType": "reg -> reg",
    },
}
routing by layer:
metal	routed length, microns	track usage [%]	share of wire [%]	vias up
met1	1580	6.31	45	497
li1	-	-	-	587
met2	1600	7.69	45	39
met4	40	0.659	1.1	0
met5	0	0	0	-
met3	314	0.877	8.9	2
cells in the mapped netlist (4+ instances only):
master and count:
nor3_1 11, o21ai_1 9, ha_1 5, dfxtp_1 20
xor2_1 4, inv_1 6, and2_1 12, nand2_1 15
nand3_1 7, nor2_1 5, and3_1 4
state kept, by name (all words and copies together), names as in the netlist:
| register | flops |
|---|---|
| countY | 10 |
| countX | 10 |
cells in the final DEF (no fill, tap or decap), types with 5 or more instances in the layout:
| master | instances |
|---|---|
| clkdlybuf4s50_1 | 47 |
| nor2_1 | 5 |
| nor3_1 | 11 |
| o21ai_1 | 9 |
| dfxtp_1 | 20 |
| ha_1 | 5 |
| and2_1 | 12 |
| nand3_1 | 7 |
| inv_1 | 6 |
| nand2_1 | 15 |
layout make-up:
cell class              instances  area, sq um
multi-input cells             106          709
inverters                       6         22.5
fillers                      1010         7410
clock buffers                   3         41.3
well taps                     111          139
flip-flops and latches         20          400
repair buffers                 47          470
power groups by stage:
| stage | logic [mW] | registers, mW | clock network [mW] |
|---|---|---|---|
| 4_1_cts | 0.0780 | 0.223 | 0.130 |
| 6_report | 0.0767 | 0.223 | 0.127 |
| 5_1_grt | 0.0848 | 0.226 | 0.139 |
final timing paths:
check,start,to,slack (ns),depth (start not counted)
max,countX[8],pixelOut[4],1.20,3
min,countX[0],countX[0],0.54,1
max reg2reg,countX[0],countY[7],2.11,5
min reg2reg,countX[0],countX[0],0.54,1
stage by stage:
stage	cell area, sq um	setup WS (ns)	instances	util, %
floorplan	1150	2.29	136	-
global placement	1740	1.41	290	18.9
detailed placement	1740	1.41	290	18.9
CTS	1780	1.17	293	19.4
global route	1780	1.06	293	19.4
finish	1780	1.20	293	19.4
logic make-up after synthesis:
logic type                 after synthesis  share of synthesized area (%)
AOI/OAI and AO/OA                       31                           21.4
adders and majority gates                5                           5.43
buffers and inverters                   10                           3.59
and+or+nand+nor                         63                           29.5
DFF                                     20                           34.8
xor gates and xnor gates                 7                           5.33
Power and IR drop assume default switching activity.
